==> flow/design.v <==
module fifo #
(
    parameter depth      = 8,   
    parameter width      = 8   
)
(
    input logic  CLK,         
    input logic  [width-1:0] S_TData,     
    input logic              S_TValid,    
    input logic              S_TLast,     
    output logic             S_TReady,    
    output logic  [width-1:0] M_TData,    
    output logic            M_TValid,     
    output logic            M_TLast,      
    input  logic            M_TReady,     
    output logic isEmpty,   
    output logic isFull,    
    input Reset
);
    assign S_TReady=( S_TValid && !isFull);
    assign M_TValid=(!S_TReady && !isEmpty);
    logic [0:(width-1)] memory [0:(depth-1)];
    logic [0:($clog2(depth)-1)] readPointer='0;
    logic [0:($clog2(depth)-1)] writePointer='0;
    logic [0:($clog2(depth))] count='0;
    assign isEmpty=(!count);
    assign isFull=(count==depth);
    always_ff @(posedge CLK) begin
            if(Reset) begin : RESET
                writePointer<='0;
                readPointer<='0;
                count<='0;
            end : RESET
            else if(S_TReady) begin : Reception
                memory[writePointer]<=S_TData;       
                writePointer<=(writePointer+1);      
                count<=count+1'b1;                   
            end : Reception
            else if(M_TValid) begin  : Sending
                M_TData<=memory[readPointer];        
                readPointer<=(readPointer+1);        
                count<=count-1'b1;                   
            end : Sending
    end
    initial begin
        $dumpfile("tb_fifo.vcd");
        $dumpvars(0, tb_fifo);
    end
endmodule
==> flow/run.sh <==
#!/bin/bash
# OpenROAD 26Q1-2900-gdf79404cd8, Yosys 0.63+post, stock flow scripts
make -C /OpenROAD-flow-scripts/flow DESIGN_CONFIG=/design/flow/config.mk WORK_HOME=/design/flow/orfs finish
==> flow/config.mk <==
export PLATFORM = sky130hd
export DESIGN_NAME = fifo
export DESIGN_NICKNAME = fifo
export VERILOG_FILES = /design/flow/design.v
export SDC_FILE = /design/flow/constraint.sdc
export NUM_CORES = 4
export LEC_CHECK = 1
export CORE_UTILIZATION = 50
==> flow/constraint.sdc <==
current_design fifo

set clk_period 2.6
set clk_io_pct 0.2

create_clock -name clk0 -period $clk_period [get_ports {CLK}]

set non_clock_inputs [all_inputs -no_clocks]
set_input_delay [expr $clk_period * $clk_io_pct] -clock clk0 $non_clock_inputs
set_output_delay [expr $clk_period * $clk_io_pct] -clock clk0 [all_outputs]
==> flow_summary.toml <==
# synthesis and place-and-route metrics
[cts]
htreeDepth = 3
cts_resized = 0
cts_inserted_buffers = 9
clk_path_buf_depth = 2
cts_tree = "done"
cts_setup_buffers = 0
holdBufCountCts = 0
clk_pin_slew_ns = 0.08
root_buffer = "clkbuf_8"
clk_latency_ns = 0.34
clock_sinks = 82

[sta]
worst_pin_slew_ns = 0.5603
rsz0062_at_grt = "false"
max_freq_mhz = 404.8
skew_ns = 0.004111
setup_viol = 0
post-route-period-util = 0.9502
period_minus_slack_ns = 2.470
relSlewSlack = 0.6260
layout_setup_ws_ns = 0.1296
fin_tns_setup_ns = 0
finalHoldViolCount = 0
final_max_slew_viol_count = 0

[critical_path]
path_cells = "or4b_4 > nand2_4 > inv_1 > clkdlybuf4s50_1"
critical-path-slowest-cell = "or4b_4"
slowest_delay_ns = 0.59
critPathMaxFanout = 7
critical_path_required_ns = 2.08
endpoint_kind = "output port"
start_kind = "flop"
crit_arrival_ns = 1.95
critPathKind = "reg -> out"

[grt]
antenna_found_initial = 0
grt-ovfl-total = 0
grt_max_degree = 17
grt_pass1_wl_mm = 8.528
track_usage = 0.1831
grt_pass1_vias = 1669

[route]
wl_per_cell_um = 17.92
drc = 0
routed-via-count = 1610
num_antenna_cells = 0
routed_wl_mm = 5.287
first_pass_iters = 5
drtIter0Drc = 50
routed_via_density = 5.458
ant_nets = 0

[power]
clock_power_share = 0.258
p_sw_uw = 864.1
pwr-share-seq = 0.491
leakage_uw = 0.001350
p_int_uw = 2547
comb_power_share = 0.251
p_sw_frac = 0.2533
cellPowerDensity_mw_per_mm2 = 879.4
peakVddDrop_mv = 0.6756

[finish]
area_growth_pct = 17.11
drive_above_1_share = 0.1927
final_util = 0.6074
fillCellCount = 438
fin_area_sq_mm = 0.003879

[logic_synthesis]
yosys.area.top_type = "edfxtp_1"
syn_area_per_cell_sq_um = 19.26
ys_seq_share = 0.7133
synth-edff-count = 72
yosysWarnings = 4
yosys_cells = 172
synth.distinct_cells = 33
async_flop_share = 0
common_cells = "edfxtp_1, mux4_1, nor2_1"
netlist_area_sq_mm = 0.003312
synth.most_common_cell = "edfxtp_1"
top_area_frac = 0.6528
ys_ff = 82
yosys-top-cells-area = "edfxtp_1, mux4_1, dfxtp_1"
syn_inst = 172
ys_chip_area_sq_mm = 0.003312
ys.flop_type = "edfxtp_1"

[placement]
dp_slack_ns = 0.05624
finalWeightedCongestion = 0.8686
place_area_sq_mm = 0.003686
hpwl_mm = 3.292
io_buffers = 22

[die]
dieHeight_um = 83.39
initial_core_util = 0.5186
num_io_pins = 26
die_w_um = 83.39
rows = 29
coreArea_sq_mm = 0.006386
die_area_sq_mm = 0.006953

[run]
warnings = 27
drv_cap = 0

[status]
status = "completed"

[worst_hold_path]
holdCritPathClass = "reg -> reg"
==> registers in the layout, summed over array words and instances, names as in the netlist <==
signal and count:
M_TData 8, count 4, memory 64, readPointer 3, writePointer 3
==> worst paths after layout <==
| kind | startpoint | endpoint | slack [ns] | cells after the start |
|---|---|---|---|---|
| hold reg to reg | count[3] | count[3] | 0.52 | 1 |
| hold / removal | count[3] | count[3] | 0.52 | 1 |
| setup / recovery | count[3] | S_TReady | 0.13 | 4 |
| setup reg to reg | count[3] | count[0] | 0.27 | 7 |
==> through the flow <==
step	instances	power (uW)	hold slack, ns
after global routing	295	3601	0.5454
after global placement	279	2555	0.4947
after floorplan	172	2256	0.4702
final	295	3411	0.5238
after CTS	295	3452	0.5300
after detailed placement	279	2577	0.5069
==> worst max-delay path: cells and delay by family, from the launching register on <==
kind / cells / cell delay (ns)
and+or+nand+nor: 2 / 0.71
DFF: 1 / 0.38
buffers and inverters: 2 / 0.51
==> power by group through the flow <==
stage	Combinational, uW	Clock, uW	Sequential, uW
4_1_cts	876	899	1680
5_1_grt	956	953	1690
6_report	856	880	1680
==> cell usage in the layout (no fill, tap or decap), drive strengths merged, types with 2 or more instances in the layout <==
master and count:
ha 4, nor2 15, edfxtp 72, a21o 2, buf 15, dfxtp 10, mux4 16, xnor2 4
clkinv 4, mux2 9, clkbuf 9, nor3 5, nand2 6, mux2i 2, clkdlybuf4s50 22, a21oi 2
nor2b 2, inv 5
==> logic make-up after synthesis <==
family	count (synthesis)	synth area share
AOI/OAI and AO/OA	7	0.01473
buffers and inverters	11	0.02115
DFF	82	0.7133
other	1	0.001132
xor gates and xnor gates	5	0.01322
muxes	27	0.1636
adders and majority gates	5	0.02116
and+or+nand+nor	34	0.05176
==> cell type report <==
type	instances	area, sq um	share of cell area
tap	77	96.34	0.02484
clock buffer	9	123.9	0.03194
timing repair buffer	37	332.8	0.08581
clock inverter	7	68.82	0.01774
sequential	82	2362	0.6090
multi-input combinational	79	879.6	0.2268
inverter	4	15.01	0.003871
==> layer usage <==
layer | GRT usage | wire length (um)
met1 | 0.2783 | 2122
met4 | 0.03918 | 109
met5 | 0 | 0
met2 | 0.2779 | 2621
met3 | 0.08073 | 433
No activity file was given, so power comes from the tool's default toggle rates.
